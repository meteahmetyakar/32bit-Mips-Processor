==> flow/design.v <==
module nor_1bit (output result, input a, b);
	wire out_or1;
	or or1(out_or1, a,b);
	not(result, out_or1);
endmodule
module nor_32bit(output [31:0] result, input [31:0] a, input [31:0] b);
	nor_1bit nor0 (result[0], a[0], b[0]);
	nor_1bit nor1 (result[1], a[1], b[1]);
	nor_1bit nor2 (result[2], a[2], b[2]);
	nor_1bit nor3 (result[3], a[3], b[3]);
	nor_1bit nor4 (result[4], a[4], b[4]);
	nor_1bit nor5 (result[5], a[5], b[5]);
	nor_1bit nor6 (result[6], a[6], b[6]);
	nor_1bit nor7 (result[7], a[7], b[7]);
	nor_1bit nor8 (result[8], a[8], b[8]);
	nor_1bit nor9 (result[9], a[9], b[9]);
	nor_1bit nor10 (result[10], a[10], b[10]);
	nor_1bit nor11 (result[11], a[11], b[11]);
	nor_1bit nor12 (result[12], a[12], b[12]);
	nor_1bit nor13 (result[13], a[13], b[13]);
	nor_1bit nor14 (result[14], a[14], b[14]);
	nor_1bit nor15 (result[15], a[15], b[15]);
	nor_1bit nor16 (result[16], a[16], b[16]);
	nor_1bit nor17 (result[17], a[17], b[17]);
	nor_1bit nor18 (result[18], a[18], b[18]);
	nor_1bit nor19 (result[19], a[19], b[19]);
	nor_1bit nor20 (result[20], a[20], b[20]);
	nor_1bit nor21 (result[21], a[21], b[21]);
	nor_1bit nor22 (result[22], a[22], b[22]);
	nor_1bit nor23 (result[23], a[23], b[23]);
	nor_1bit nor24 (result[24], a[24], b[24]);
	nor_1bit nor25 (result[25], a[25], b[25]);
	nor_1bit nor26 (result[26], a[26], b[26]);
	nor_1bit nor27 (result[27], a[27], b[27]);
	nor_1bit nor28 (result[28], a[28], b[28]);
	nor_1bit nor29 (result[29], a[29], b[29]);
	nor_1bit nor30 (result[30], a[30], b[30]);
	nor_1bit nor31 (result[31], a[31], b[31]);
endmodule
==> flow/run.sh <==
#!/bin/bash
# OpenROAD 26Q1-2900-gdf79404cd8, Yosys 0.63+post, stock flow scripts
make -C /OpenROAD-flow-scripts/flow DESIGN_CONFIG=/design/flow/config.mk WORK_HOME=/design/flow/orfs finish
==> flow/config.mk <==
export PLATFORM = sky130hd
export DESIGN_NAME = nor_32bit
export DESIGN_NICKNAME = nor_32bit
export VERILOG_FILES = /design/flow/design.v
export SDC_FILE = /design/flow/constraint.sdc
export NUM_CORES = 4
export LEC_CHECK = 1
export CORE_AREA = 10 10 70 70
export DIE_AREA = 0 0 80 80
==> flow/constraint.sdc <==
current_design nor_32bit

set clk_period 1.0
set clk_io_pct 0.2

create_clock -name clk0 -period $clk_period

set non_clock_inputs [all_inputs -no_clocks]
set_input_delay [expr $clk_period * $clk_io_pct] -clock clk0 $non_clock_inputs
set_output_delay [expr $clk_period * $clk_io_pct] -clock clk0 [all_outputs]
==> results.sh <==
# flow metrics
export IMPL_clock_buffers=0
export IMPL_met1_usage_pct=6.46
export IMPL_setup_viol=0
export IMPL_cp_end_kind="output pin"
export IMPL_critPathRequiredTime_ns=0.80
export IMPL_yosysWarnings=0
export IMPL_use_met2_pct=10.2
export IMPL_gp_congestion=0.769
export IMPL_drv_slew=0
export IMPL_grt_util_met3_pct=3.52
export IMPL_finalHoldViolations=0
export IMPL_n_antenna_cell=0
export IMPL_area_growth_pct=177
export IMPL_worst_pin_slew_ns=0.103
export IMPL_antenna_found_initial=1
export IMPL_grt_max_degree=2
export IMPL_post_synth_inst_count=64
export IMPL_outcome="complete, no violations"
export IMPL_num_rows=21
export IMPL_grt_pass1_wl_um=3110
export IMPL_ys_area_sq_um=360
export IMPL_nFillCells=397
export IMPL_rsz0062_at_grt="no"
export IMPL_total_power_w=0.000263
export IMPL_dp_cells=174
export IMPL_leakagePower_nw=0.658
export IMPL_core_area_sq_um=3420
export IMPL_yosysCellCount=64
export IMPL_top_usage_layer="met2"
export IMPL_yosysSeqAreaShare_pct=0
export IMPL_chipArea_sq_um=6400
export IMPL_power_density_nw_per_um2=263
export IMPL_dp_hpwl_um=2110
export IMPL_portBuffers=96
export IMPL_synth_area_per_cell_sq_um=5.63
export IMPL_dieHeight_um=80
export IMPL_fin_cells=174
export IMPL_maxCapViolations=0
export IMPL_crit_arrival_ns=0.79
export IMPL_synth_area_sq_um=360
export IMPL_path_class="in -> out"
export IMPL_viasPerCell=3.25
export IMPL_path_max_fanout=1
export IMPL_grt_remaining_overflow=0
export IMPL_timing_slew_headroom_pct=93.1
export IMPL_design_area_sq_um=998
export IMPL_die_x_um=80
export IMPL_wl_um=2210
export IMPL_min_path_type="in -> out"
export IMPL_placed_area_sq_um=1140
export IMPL_postCtsSetupRepairBufs=0
export IMPL_ys_types=2
export IMPL_drc=0
export IMPL_logic_area_sq_um=120
export IMPL_firstDrtPassIters=2
export IMPL_period_needed_ns=0.992
export IMPL_flops=0
export IMPL_start_kind="input port"
export IMPL_grt_pass1_vias=633
export IMPL_ioPinCount=96
export IMPL_dr_first_iter_drc_count=1
export IMPL_wl_per_cell_um=12.7
export IMPL_grt_usage_pct=5.91
export IMPL_drive_gt1_share_pct=14.1
export IMPL_clock_fmax_ghz=1.01
export IMPL_finalClockPeriodUsage_pct=99.2
export IMPL_warnings=32
export IMPL_ir_drop_mv=0.0675
export IMPL_fp_util_pct=10.5
export IMPL_seq_area_sq_um=0
export IMPL_ant_nets=0
export IMPL_vias=566
==> per-stage QoR <==
step                worst slack, ns  utilization, %  hold WS (ns)  TNS [ns]
global route               0.000652            29.2         0.639         0
detailed placement           -0.444            33.3          1.28    -12.28
CTS                         0.00197            28.4         0.731         0
finish                      0.00804            29.2         0.617         0
global placement             -0.429            33.3          1.29    -12.03
floorplan                     0.431               -         0.522         0
==> per-layer routing <==
metal | wire, um | vias to the layer above
met5 | 7 | -
met4 | 0 | 2
met3 | 368 | 2
met2 | 1040 | 52
met1 | 787 | 222
li1 | - | 288
==> power by group <==
| part | switching [W] | leakage (nW) | internal, W |
|---|---|---|---|
| logic | 0.0000590 | 0.658 | 0.000204 |
| registers | 0 | 0 | 0 |
| clock network | 0 | 0 | 0 |
| total | 0.0000590 | 0.658 | 0.000204 |
==> worst paths after layout <==
| kind | depth (start not counted) | slack [ns] | from | endpoint |
|---|---|---|---|---|
| min | 3 | 0.62 | a[17] | result[17] |
| max | 3 | 0.008 | a[31] | result[31] |
==> layout by cell type, fill, tap and decap left out <==
master,n
dlygate4sd2_1,62
nor2_1,32
buf_2,18
dlymetal6s2s_1,11
clkdlybuf4s50_1,4
clkdlybuf4s15_1,1
==> area by class of cell <==
cell class | instances | share of cell area [%]
multi-input cells | 32 | 12.0
repair buffers | 96 | 82.2
well taps | 46 | 5.76
==> kinds of logic (layout without fill, tap and decap cells) <==
group         count (synthesis)  in the layout  share of synthesized area (%)
simple gates                 32             32                           33.3
buf+inv                      32             96                           66.7
==> cell usage after synthesis <==
library cell	n	area [sq um]
nor2_1	32	120
buf_4	32	240
==> timing repair <==
item / 4_1_cts / 5_1_grt
resized: 117 / 12
endpoints found under the setup margin: 32 / 11
pin swaps: 27 / 9
hold buffers: 0 / 0
==> critical path, stage by stage <==
cell and delay (ns):
clkdlybuf4s50_1 0.45, nor2_1 0.04, buf_2 0.10
No activity file was given, so power comes from the tool's default toggle rates.
