==> design.v <==
module and_1bit (output result, input a, b);
	and and1(result, a, b);
endmodule
module xor_1bit(output result, input a, b);
	and_1bit and1(and1_output, a, b);
	and_1bit and2(and2_output, a, !and1_output);
	and_1bit and3(and3_output, !and1_output, b);
	and_1bit and4(and4_output, !and2_output, !and3_output);
	not not1(result, and4_output);
endmodule
module xor_32bit(output [31:0] result, input [31:0] a, input [31:0] b);
	xor_1bit xor0 (result[0], a[0], b[0]);
	xor_1bit xor1 (result[1], a[1], b[1]);
	xor_1bit xor2 (result[2], a[2], b[2]);
	xor_1bit xor3 (result[3], a[3], b[3]);
	xor_1bit xor4 (result[4], a[4], b[4]);
	xor_1bit xor5 (result[5], a[5], b[5]);
	xor_1bit xor6 (result[6], a[6], b[6]);
	xor_1bit xor7 (result[7], a[7], b[7]);
	xor_1bit xor8 (result[8], a[8], b[8]);
	xor_1bit xor9 (result[9], a[9], b[9]);
	xor_1bit xor10 (result[10], a[10], b[10]);
	xor_1bit xor11 (result[11], a[11], b[11]);
	xor_1bit xor12 (result[12], a[12], b[12]);
	xor_1bit xor13 (result[13], a[13], b[13]);
	xor_1bit xor14 (result[14], a[14], b[14]);
	xor_1bit xor15 (result[15], a[15], b[15]);
	xor_1bit xor16 (result[16], a[16], b[16]);
	xor_1bit xor17 (result[17], a[17], b[17]);
	xor_1bit xor18 (result[18], a[18], b[18]);
	xor_1bit xor19 (result[19], a[19], b[19]);
	xor_1bit xor20 (result[20], a[20], b[20]);
	xor_1bit xor21 (result[21], a[21], b[21]);
	xor_1bit xor22 (result[22], a[22], b[22]);
	xor_1bit xor23 (result[23], a[23], b[23]);
	xor_1bit xor24 (result[24], a[24], b[24]);
	xor_1bit xor25 (result[25], a[25], b[25]);
	xor_1bit xor26 (result[26], a[26], b[26]);
	xor_1bit xor27 (result[27], a[27], b[27]);
	xor_1bit xor28 (result[28], a[28], b[28]);
	xor_1bit xor29 (result[29], a[29], b[29]);
	xor_1bit xor30 (result[30], a[30], b[30]);
	xor_1bit xor31 (result[31], a[31], b[31]);
endmodule
==> run.sh <==
#!/bin/bash
# OpenROAD 26Q1-2900-gdf79404cd8, Yosys 0.63+post, stock flow scripts
make -C /OpenROAD-flow-scripts/flow DESIGN_CONFIG=/design/flow/config.mk WORK_HOME=/design/flow/orfs finish
==> config.mk <==
export PLATFORM = sky130hd
export DESIGN_NAME = xor_32bit
export DESIGN_NICKNAME = xor_32bit
export VERILOG_FILES = /design/flow/design.v
export SDC_FILE = /design/flow/constraint.sdc
export NUM_CORES = 4
export LEC_CHECK = 1
export CORE_AREA = 10 10 70 70
export DIE_AREA = 0 0 80 80
==> constraint.sdc <==
current_design xor_32bit

set clk_period 1.0
set clk_io_pct 0.2

create_clock -name clk0 -period $clk_period

set non_clock_inputs [all_inputs -no_clocks]
set_input_delay [expr $clk_period * $clk_io_pct] -clock clk0 $non_clock_inputs
set_output_delay [expr $clk_period * $clk_io_pct] -clock clk0 [all_outputs]
==> results.txt <==
Notes on the physical implementation.

- The type of element capturing the critical path is a primary output, for reference.
- Per the synthesis report, the simple-gate share of the synthesized area is 0.
- Per the timing report, the biggest fanout along the worst path comes to 1.
- Nets still carrying antenna violations after routing amount to 0.
- The flop count is 0, for reference.
- The actual slew at the worst max-slew pin is roughly 0.13 ns, for reference.
- The remaining max-slew budget at the tightest pin is 0.9140, for reference.
- The number of global-route vias before repair was roughly 700.
- The compound-gate portion of the synthesized area is 0, for reference.
- In the floorplan report the effective utilization is 0.1524.
- The hold-fix buffer count after cts is 0, for reference.
- Antenna repair during routing inserted a diode count of 0.
- Max-slew check failures listed in the final report amount to 0.
- The maximum clock frequency is approximately 1100 MHz, for reference.
- The DRC violations left is 0, for reference.
- Fill cells in the final layout number ~400.
- The synthesized netlist occupies a cell area of 520.5 µm².
- The fraction of the yosys area taken by sequential cells is 0, for reference.
- The layout report lists the multi-input gate area as approximately 280 µm².
- Per the detail_route report, vias per standard cell equal ~3.3.
- The worst hold endpoint is result[2], for reference.
- The number of instances on the worst hold path is 3, for reference.
- The final total negative setup slack is 0 ns, for reference.
- STA classifies the critical path startpoint as a primary input.
- Among the non-sequential cells, XOR/XNOR gates take the most area.
- The fraction of synthesized cell area in xor and xnor cells is 0.5385, for reference.
- The library cell occupying the most area in the post-synthesis netlist is sky130_fd_sc_hd__xor2_1, for reference.
- Per STA, the startpoint of the critical path is a[30].
- Before CTS, the worst setup slack after placement is -0.5745 ns.
- In the final report, the number of hold violations comes to 0.
- The average wire per standard cell is 13.50 µm, for reference.
- According to the timing report, the arrival time at the worst endpoint equals ~0.73 ns.
- Recorded from the global router log, the overflow total was 0.
- Of the total synthesized cell area, the portion taken by full adders, half adders and majority gates is 0.
- The start point of the worst hold path is b[2], for reference.
- For the finished layout, the period the worst path requires is ~0.9 ns.
- Yosys reports that the most numerous cell types are sky130_fd_sc_hd__buf_4 (32), sky130_fd_sc_hd__xor2_1 (32).
- The post-layout period usage of the worst path is 0.9259, for reference.
- The width of the die is ~80 µm, for reference.
- By area the synthesized netlist is led by sky130_fd_sc_hd__xor2_1 (54%), sky130_fd_sc_hd__buf_4 (46%).
- The final wirelength is ~2300 µm, for reference.
- The first detailed-routing pass took 2 iterations.
- The gate-level netlist out of Yosys references 2 unique cell types.
- The fraction of synthesized area in multiplexers is 0, for reference.
- Note, the detailed placer reported a final HPWL of 2298 µm.
- The area figure in the yosys stat output is 520.5 µm², for reference.
- The port buffer count is ~96, for reference.
- The power per cell area is approximately 350 mW/mm², for reference.
- The number of warnings printed during yosys synthesis is 4, for reference.
- Per the log, the first TritonRoute iteration ended with a DRC count of 4.
- Looking at the setup timing report, the critical path kind is primary input to primary output.
- The layout summary lists the proportion of cells stronger than drive strength 1 as 0.2500.
- The total number of vias is roughly 580, for reference.
- The core outline area is between 0.003 and 0.004 mm², for reference.
- The critical path in the final layout is reported with a setup slack of between 0.07 and 0.08 ns.
- The layout has 0 clock buffers.
- The area share of the leading cell type in the synthesized netlist is 0.5385, for reference.
- Entering global routing, the biggest net connects 2 pins.
- The height of the die is 80 µm, for reference.
- Per the Yosys statistics, synthesis produced between 60 and 70 cells.
- The min-delay analysis places its worst path in the category primary input to primary output.
- According to the timing report, the data required time at the worst endpoint equals about 0.80 ns.
- The initial antenna violation count was 0.
- The leakage power is 0.0005995 µW, for reference.
- The logs give a warning total of 32.
- Setup repair after global routing left no endpoint under its margin.
- The last timing report of the flow puts the setup violation total at 0.
- The reported max-cap violation count is 0, for reference.
- The average cell area after synthesis is slightly above 8 µm², for reference.
- The gate count of the mapped netlist is around 64, for reference.
- The row count is 21, for reference.
- Final hold analysis gives a worst-case slack of between 0.7 and 0.8 ns.
- Across the whole layout, storage elements account for 0 µm².
- The worst-case vdd ir drop is ~0.093 mV, for reference.
- The chip footprint is between 0.006 and 0.007 mm², for reference.
- The run finished with clean final reports.
- The post-route utilization of the core is recorded as 0.3099.
- The combined global-route utilization of all metal layers is 0.06696, for reference.
- Between the synthesized netlist and the finished layout, the area growth was recorded as 103.4%.
- The first global-routing pass estimated about 3600 µm of wire.
- Per the gpl log, the routability congestion estimate is approximately 0.8.
- The number of I/O pins is 96, for reference.
[critical path, stage by stage]
cell and delay (ns):
sky130_fd_sc_hd__dlygate4sd2_1 0.24, sky130_fd_sc_hd__xor2_1 0.16, sky130_fd_sc_hd__buf_2 0.13
[kinds of logic (layout without fill, tap and decap cells)]
logic type / Yosys count / in the layout
buf+inv: 32 / 96
xor+xnor: 32 / 32
[power by group]
group          switching, µW  internal (µW)
clock network              0              0
registers                  0              0
logic                    109            259
total                    109            259
[worst max path at each step]
stage / end / slack, ns / depth (start not counted)
CTS: result[30] / 0.06 / 3
global route: result[29] / 0.02 / 3
finish: result[30] / 0.07 / 3
[stage by stage]
| stage | total power (µW) | cells | cell area (µm²) |
|---|---|---|---|
| after floorplan | 228.3 | 64 | 520.5 |
| after global placement | 600.9 | 174 | 1299 |
| after detailed placement | 604.8 | 174 | 1299 |
| after CTS | 384.3 | 174 | 1059 |
| after global routing | 418.2 | 174 | 1059 |
| final | 367.8 | 174 | 1059 |
[per-layer routing]
metal / vias up / GRT usage / share of wire
li1: 288 / - / -
met1: 248 / 0.07185 / 0.35
met2: 41 / 0.1276 / 0.55
met3: 0 / 0.02500 / 0.10
met4: 0 / 0 / 0
met5: - / 0 / 0
[repair_timing]
item	4_1_cts	5_1_grt
gates resized	161	0
endpoints found under the hold margin	0	0
setup endpoints to repair	32	0
buffers inserted	0	0
[final cells by class]
| class | instances | share of cell area |
|---|---|---|
| multi-input cells | 32 | 0.2648 |
| well taps | 46 | 0.05437 |
| repair buffers | 96 | 0.6808 |
[placed cells by master (no fill, tap or decap)]
cell type,instances
sky130_fd_sc_hd__dlygate4sd2_1,64
sky130_fd_sc_hd__xor2_1,32
sky130_fd_sc_hd__buf_2,32
Power figures rest on the tool's default switching activity, not on a simulated workload.
